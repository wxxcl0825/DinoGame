File: design.v
`timescale 1ns / 1ps
module grade(input clk,
                input rstn,
                output [31:0]bcdgrade
                 );
    reg [20:0]grade = 21'd0;
    reg [31:0]count = 32'd0;
    always @(posedge clk)
    begin
        count <= count + 32'd1;
        if(rstn)
        begin
            grade <= 21'd0;
        end
        if(count>32'd50000000)
        begin
            count <= 32'd0;
            grade <= grade + 21'd1;
        end
    end
    assign bcdgrade[3:0] = grade%10;
    assign bcdgrade[7:4] = grade/10%10;
    assign bcdgrade[11:8] = grade/100%10;
    assign bcdgrade[15:12] = grade/1000%10;
    assign bcdgrade[19:16] = 4'b0;
    assign bcdgrade[23:20] = 4'b0;
    assign bcdgrade[27:24] = 4'b0;
    assign bcdgrade[31:28] = 4'b0;  
endmodule
File: run.sh
#!/bin/bash
# OpenROAD 26Q1-2900-gdf79404cd8, Yosys 0.63+post, stock flow scripts
make -C /OpenROAD-flow-scripts/flow DESIGN_CONFIG=/design/flow/config.mk WORK_HOME=/design/flow/orfs finish
File: config.mk
export PLATFORM = sky130hd
export DESIGN_NAME = grade
export DESIGN_NICKNAME = grade
export VERILOG_FILES = /design/flow/design.v
export SDC_FILE = /design/flow/constraint.sdc
export NUM_CORES = 4
export LEC_CHECK = 1
export CORE_UTILIZATION = 40
File: constraint.sdc
current_design grade

set clk_period 19.2
set clk_io_pct 0.2

create_clock -name clk0 -period $clk_period [get_ports {clk}]

set non_clock_inputs [all_inputs -no_clocks]
set_input_delay [expr $clk_period * $clk_io_pct] -clock clk0 $non_clock_inputs
set_output_delay [expr $clk_period * $clk_io_pct] -clock clk0 [all_outputs]
==> run summary <==
yosys + openroad results -> DIE HEIGHT=180.1 um, Final Cell Area=0.01319 sq mm, portion of the clock cycle consumed by the worst path in the final layout=85.39%, flop2flop setup slack=16130 ps, cell accounting for the most synthesized area=nor2_1, number of instances in the synthesized netlist=1852, Latency at later pin=300 ps, Top Family by Delay on Critical Path=AND-OR/OR-AND gates, worst-path cell with the longest stage delay=a31oi_1, tally of unique sky130hd cells used after synthesis=~120, half-perimeter wire length after placement=~27 mm, chip footprint=0.03244 sq mm, crit path kind=flip-flop to output pin, root cell of the clock tree=clkbuf_16, Total GRT Usage=22.08%, floorplan row count=64, number of antenna violations at the first check in global routing=0, required time worst endpoint=15360 ps, max frequency=0.06100 GHz, non-filler instance count after layout=2191, proportion of synthesized chip area in sequential cells=10.02%, element type at the critical path end=output pin, Antenna Violating Nets Remaining=0, average wire per standard cell=16.56 um, Synth Warn #=1, number of buffers inserted during clock tree synthesis=5, ratio of cells with drive above 1 in the final layout=8.858%, Routed met3 length=about 2.3 mm, pin slew with the least headroom to its limit=938.6 ps, met2 layer wire length in the routed design=16.20 mm, delay of the slowest cell on the worst path=730 ps, maximum number of pins on one net before global-route repair=about 51, tool warnings=29, asr flop ratio synth=0%, total grt overflow=0, total number of vias=13940, wl on met1=around 17 mm, IO Pins=34, CP max FO=31, buffers from clock root to sink, at most=2, # Cells Yosys=1852, type of the worst min-delay path=flip-flop to flip-flop, Synth area leaders=nor2_1, xnor2_1, dfxtp_1, first drt pass iteration count=6, Final Wtd Congestion=just over 1, setup-violating endpoint count in the final report=0, ys flop type=dfxtp_1, run status=completed, startpoint class of the critical path=flip-flop, most common cell in the synthesized netlist=nor2_1, number of placed instances, taps included=between 2000 and 2500, TritonCTS clock tree=done, number of hold buffers added after cts=0, critical path buffer and inverter count=4, tightest slew margin relative to the limit=a little under two fifths, number of global-route vias before repair=around 12000, number of buffers inserted by post-CTS setup repair=0, top metal layer carrying routed signals=met4, Initial DRC Count=around 1600, number of enable-type register cells in the synthesized netlist=21, Resized cells post-CTS=0, synthesized area per cell=approximately 7 sq um, standard cell core area=0.03091 sq mm, Routed Wire Length=36.29 mm, Chip Area, Yosys=0.01269 sq mm, final critical path time including I/O delays and setup=between 15000 and 20000 ps, Placed Instance Area=0.01302 sq mm, Slew Limit Fails=0, starting utilization of the core area=41.06%, ys flops=53, count of H-tree levels built during CTS=2, area fraction of the dominant cell type after synthesis=under 10%, first-pass GRT wire length=60.88 mm, top post-synthesis cells by count=nor2_1, nand2_1, a21oi_1, TritonCTS Sinks=around 53, Post-Route Skew=about 8.7 ps, count of unresolved DRC violations after routing=0, count of antenna diodes in the layout=0, horizontal die dimension=180.1 um, synth-to-layout area growth=3.894%, CTS clock-pin slew for the worst setup and hold paths=approximately 70 ps, number of maximum-capacitance violations=0, cell repeated most along the worst path=a21o_1, I/O Buffers=17, routed vias/inst=roughly 6.4, unrepaired setup endpoints after global routing=false, arrival time reported for the critical path endpoint=about 13000 ps, Post-Route Setup TNS=0 ps, post-synthesis cell area=0.01269 sq mm, Hold Fails Final Rpt=0
==> worst reg2reg max path: stages (launching register included) <==
cell and delay (ps):
edfxtp_1 780, buf_4 350, nand2_1 220, nor3_1 460, nand3_1 260, nor2_1 350
nand4_1 160, xnor2_1 200, nor2_1 50
==> stage by stage <==
step / util (%) / hold WS, ps / worst slack, ps
final: 42.66 / 480.2 / 2806
after global routing: 42.66 / 511.0 / 1703
after CTS: 42.66 / 481.5 / 3056
after detailed placement: 42.13 / 470.5 / 3411
after global placement: 42.13 / 461.3 / 3360
after floorplan: - / 441.7 / 6300
==> sequential cells by signal, summed over array words and instances (netlist names) <==
name and cells:
count 32, grade 21
==> cells by family after synthesis <==
family / Yosys count / synth area share, %
buffers and inverters: 186 / 7.010
XOR/XNOR: 128 / 9.366
multiplexers: 45 / 3.865
other: 1 / 0.02955
adder cells (fa/ha/maj): 21 / 1.863
flip-flops: 53 / 10.02
AND-OR/OR-AND: 684 / 40.13
AND/OR/NAND/NOR: 734 / 27.72
==> final timing paths <==
check | start | endpoint | cells past startpoint
setup / recovery | grade[13] | bcdgrade[12] | 33
hold / removal | count[0] | count[0] | 1
setup reg to reg | grade[7] | grade[17] | 8
hold reg to reg | count[0] | count[0] | 1
==> layer usage <==
layer	vias up	global-route usage, %
met4	0	3.111
li1	6943	-
met1	6429	33.70
met2	528	35.19
met3	43	1.420
met5	-	0
==> layout by cell type, fill, tap and decap left out, types with 23 or more instances in the layout <==
cell | synthesis | layout
nor2_1 | 227 | 227
nand2_1 | 169 | 169
a21oi_1 | 121 | 121
o21ai_0 | 104 | 104
xnor2_1 | 94 | 94
nor3_1 | 74 | 74
nand3_1 | 71 | 71
buf_4 | 34 | 40
inv_1 | 34 | 34
o211ai_1 | 32 | 32
a211oi_1 | 32 | 32
dfxtp_1 | 32 | 32
a31oi_1 | 31 | 31
xor2_1 | 28 | 28
mux2i_1 | 27 | 27
nand4_1 | 24 | 24
a21o_1 | 23 | 23
and2_1 | 23 | 23
==> area by class of cell <==
class	instances	area [sq um]
inverters	43	161.4
fillers	3138	17720
repair buffers	57	470.5
flip-flops and latches	53	1271
multi-input cells	1634	10620
clock inverters	1	8.758
clock buffers	7	153.9
well taps	396	495.5
