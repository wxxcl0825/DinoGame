===== /design/flow/constraint.sdc =====
current_design night

set clk_period 4.8
set clk_io_pct 0.2

create_clock -name clk0 -period $clk_period [get_ports {clk}]

set non_clock_inputs [all_inputs -no_clocks]
set_input_delay [expr $clk_period * $clk_io_pct] -clock clk0 $non_clock_inputs
set_output_delay [expr $clk_period * $clk_io_pct] -clock clk0 [all_outputs]

===== /design/flow/run.sh =====
#!/bin/bash
# OpenROAD 26Q1-2900-gdf79404cd8, Yosys 0.63+post, stock flow scripts
make -C /OpenROAD-flow-scripts/flow DESIGN_CONFIG=/design/flow/config.mk WORK_HOME=/design/flow/orfs finish

===== /design/flow/design.v =====
`timescale 1ns / 1ps
module night(input clk,
                input rstn,
                input [11:0]lastvga_data,
                output reg [11:0]vga_data
                 );
    reg [20:0]grade = 21'd0;
    reg [31:0]count = 32'd0;
    reg night = 1'b0;
    always @(posedge clk)
    begin
        count <= count + 32'd1;
        if(rstn)
        begin
            night <= 1'b0;
            grade <= 21'd0;
				count <= 32'd0;
        end
        if(count>32'd50000000)
        begin
            count <= 32'd0;
            grade <= grade + 21'd1;
        end
        if(grade>21'd50)
        begin
            grade <= 21'd0;
            night <= ~night;
        end
        if(night)
            vga_data <= ~lastvga_data;
        else vga_data <= lastvga_data;
    end
endmodule

===== /design/flow/config.mk =====
export PLATFORM = sky130hd
export DESIGN_NAME = night
export DESIGN_NICKNAME = night
export VERILOG_FILES = /design/flow/design.v
export SDC_FILE = /design/flow/constraint.sdc
export NUM_CORES = 4
export LEC_CHECK = 1
export CORE_UTILIZATION = 50

==> results.sh <==
# physical design summary
export IMPL_ff_type="dfxtp_1"
export IMPL_finalClockPeriodUsage_pct=45.7
export IMPL_path_clk_slew_ps=70
export IMPL_cts_made_buffers=9
export IMPL_fmax_mhz=456
export IMPL_leakage_nw=1.18
export IMPL_avgSynthCellArea_um2=10.3
export IMPL_rsz0062_at_grt="no"
export IMPL_yosys_area_top_type_share_pct=54.0
export IMPL_ys_types=40
export IMPL_worstPathCellList="and3_1 -> nand4_1 -> or4_4 -> o211ai_1 -> nor2_1 -> a211o_1"
export IMPL_cts_hold_fix_buffers=0
export IMPL_path_class="reg2reg"
export IMPL_drtIter0Drc=61
export IMPL_yosys_warnings=1
export IMPL_floorplan_core_util_pct=53.5
export IMPL_common_cells="dfxtp_1 (65), nor2_1 (34), xor2_1 (27)"
export IMPL_hp_class="reg2reg"
export IMPL_num_vias=1581
export IMPL_die_area_um2=5100
export IMPL_grt_pass1_vias=1418
export IMPL_drive_gt1_share_pct=7.32
export IMPL_worst_slack_ps=2610
export IMPL_post_place_ws_ps=2450
export IMPL_cp_end_kind="flop"
export IMPL_drtPass1Iterations=25
export IMPL_most_common_cell="dfxtp_1"
export IMPL_rrSetupSlack_ps=2610
export IMPL_ys_chip_area_um2=2410
export IMPL_worstMarginPinSlew_ps=662
export IMPL_clockBufferDepth=2
export IMPL_die_h_um=71.4
export IMPL_ant_nets=0
export IMPL_gr_total_overflow=0
export IMPL_ir_drop_v=0.000228
export IMPL_hold_viol=0
export IMPL_viasPerCell=4.66
export IMPL_ctsResizeCount=0
export IMPL_synth_largest_area_cell="dfxtp_1"
export IMPL_grt_pass1_wl_um=6190
export IMPL_ys_ff=66
export IMPL_insertion_delay_ps=330
export IMPL_warnings=28
export IMPL_wl_per_cell_um=10.4
export IMPL_min_period_ps=2190
export IMPL_worstSetupStartpointType="flop"
export IMPL_hpwl_um=2370
export IMPL_timing_rr_start="count[13]$_SDFF_PP0_"
export IMPL_finalSetupViolCount=0
export IMPL_ys_seq_share_pct=55.3
export IMPL_antenna_found_initial=0
export IMPL_fin_tns_setup_ps=0
export IMPL_finalPower_mw=1.08
export IMPL_grt_usage_pct=15.8
export IMPL_htreeDepth=3
export IMPL_finClkSkew_ps=5.57
export IMPL_maxCapViolCount=0
export IMPL_async_flop_share_pct=0
export IMPL_arrival_ps=2410
export IMPL_area_growth_pct=22.5
export IMPL_worstPathRequired_ps=5020
export IMPL_min_to="count[0]$_SDFF_PP0_"
export IMPL_rows=24
export IMPL_grt_max_degree=27
export IMPL_timing_rr_end="grade[3]$_SDFFE_PN0P_"
export IMPL_topCellsByArea="dfxtp_1 (54%), xor2_1 (9.8%), nor2_1 (5.3%), xnor2_1 (3.6%), and3_1 (3.1%)"
export IMPL_reg2regPathDepth=6
export IMPL_drc_errors=0
export IMPL_diodes=0
export IMPL_postCtsSetupRepairBufs=0
export IMPL_portBuffers=25
export IMPL_drv_slew=0
export IMPL_drt_total_wl_um=3520
export IMPL_min_delay_start="count[0]$_SDFF_PP0_"
export IMPL_edf_count=1
export IMPL_whs_ps=468
export IMPL_slew_headroom_pct=55.7
export IMPL_synth_area_um2=2410
export IMPL_finish_utilization_pct=65.5
export IMPL_worst_path_max_delay_cell="or4_4"
export IMPL_ctsRootBufferMaster="clkbuf_8"
export IMPL_clock_sinks=66
export IMPL_ios=26
export IMPL_slowest_delay_ps=550
export IMPL_coreArea_um2=4500
export IMPL_gp_congestion=0.815
export IMPL_cts_tree="yes"
export IMPL_syn_inst=233
export IMPL_crit_path_max_fanout=8
export IMPL_chipWidth_um=71.4
export IMPL_min_path_cells=1
export IMPL_status="completed"
export IMPL_ys_cells=233
export IMPL_power_density_nw_per_um2=365
==> per-layer routing <==
layer / wire length (um) / share of wire [%] / GRT usage, % / up-vias
met5: 0 / 0 / 0 / -
met1: 1890 / 54 / 26.1 / 685
met4: 40 / 1.1 / 3.56 / 0
met2: 1380 / 39 / 22.6 / 32
met3: 207 / 5.9 / 3.28 / 5
li1: - / - / - / 859
==> sequential cells by signal (all words and copies together), names as in the netlist <==
| register | flops |
|---|---|
| count | 32 |
| grade | 21 |
| night | 1 |
| vga_data | 12 |
==> cells in the final DEF (no fill, tap or decap), types with 3 or more instances in the layout <==
master	instances
nand4_1	6
ha_1	4
nor3_1	3
nor3b_1	4
nand2_1	15
clkdlybuf4s50_1	25
nor4_1	5
nor2_1	34
xnor2_1	10
inv_1	4
nand3_1	6
nor2_2	3
nor2b_1	3
clkbuf_8	11
conb_1	21
a211o_1	3
dfxtp_1	65
xor2_1	27
and3_1	12
==> worst max path at each step <==
| stage | from | endpoint | slack [ps] |
|---|---|---|---|
| final | count[13]$_SDFF_PP0_ | grade[3]$_SDFFE_PN0P_ | 2610 |
| after global routing | count[13]$_SDFF_PP0_ | grade[3]$_SDFFE_PN0P_ | 2460 |
| after CTS | count[13]$_SDFF_PP0_ | grade[3]$_SDFFE_PN0P_ | 2580 |
==> worst max-delay path: cells and delay by family, from the launching register on <==
| family | cells | cell delay (ps) |
|---|---|---|
| AOI/OAI and AO/OA | 2 | 610 |
| DFF | 1 | 370 |
| and+or+nand+nor | 4 | 1120 |
==> layout make-up <==
| class | count | area [um2] |
|---|---|---|
| clock buffers | 12 | 155 |
| clock inverters | 4 | 48.8 |
| fillers | 377 | 1550 |
| inverters | 4 | 15.0 |
| multi-input cells | 175 | 1080 |
| flip-flops and latches | 66 | 1330 |
| well taps | 52 | 65.1 |
| repair buffers | 26 | 258 |
==> stage by stage <==
stage / cell area, um2 / instances
floorplan: 2480 / 253
detailed placement: 2750 / 323
global placement: 2750 / 323
CTS: 2950 / 339
global route: 2950 / 339
finish: 2950 / 339
==> kinds of logic after synthesis <==
kind of cell / count (synthesis) / synth area share [%]
xor gates and xnor gates: 37 / 13.5
adders and majority gates: 4 / 2.08
DFF: 66 / 55.3
buffers and inverters: 12 / 3.12
AOI/OAI and AO/OA: 12 / 4.05
and+or+nand+nor: 101 / 21.9
other: 1 / 0.156
==> where the power goes <==
group | total, mW | leakage (nW) | switching [mW] | internal (mW)
Clock | 0.463 | 0.103 | 0.195 | 0.268
Sequential | 0.577 | 0.547 | 0.00689 | 0.570
Combinational | 0.0378 | 0.529 | 0.00748 | 0.0303
No activity file was given, so power comes from the tool's default toggle rates.
