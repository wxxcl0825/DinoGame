==> design/flow/design.v <==
`timescale 1ns / 1ps
module Seg7Decode(
    input [31:0] hex, input [7:0] point, input [7:0] LE,
    output [63:0] pattern
  );
  wire [63:0] digits;
  SegmentDecoder
    U0(.hex(hex[ 3: 0]), .segment(digits[ 6: 0])),
    U1(.hex(hex[ 7: 4]), .segment(digits[14: 8])),
    U2(.hex(hex[11: 8]), .segment(digits[22:16])),
    U3(.hex(hex[15:12]), .segment(digits[30:24])),
    U4(.hex(hex[19:16]), .segment(digits[38:32])),
    U5(.hex(hex[23:20]), .segment(digits[46:40])),
    U6(.hex(hex[27:24]), .segment(digits[54:48])),
    U7(.hex(hex[31:28]), .segment(digits[62:56]));
  assign {digits[63], digits[55], digits[47], digits[39], digits[31], digits[23], digits[15], digits[7]} = ~point;
  assign pattern[ 7: 0] = digits[ 7: 0] | {8{LE[0]}};
  assign pattern[15: 8] = digits[15: 8] | {8{LE[1]}};
  assign pattern[23:16] = digits[23:16] | {8{LE[2]}};
  assign pattern[31:24] = digits[31:24] | {8{LE[3]}};
  assign pattern[39:32] = digits[39:32] | {8{LE[4]}};
  assign pattern[47:40] = digits[47:40] | {8{LE[5]}};
  assign pattern[55:48] = digits[55:48] | {8{LE[6]}};
  assign pattern[63:56] = digits[63:56] | {8{LE[7]}};
endmodule
`timescale 1ns / 1ps
module Seg7Device(
    input clkIO, input [1:0] clkScan, input clkBlink,
    input [31:0] data, input [7:0] point, input [7:0] LES,
    output [3:0] sout, output reg [7:0] segment, output reg [3:0] anode
  );
  wire [63:0] dispData;
  wire [31:0] dispPattern;
  Seg7Decode U0(.hex(data), .point(point),
                .LE(LES & {8{clkBlink}}), .pattern(dispData));
  Seg7Remap U1(.I(data), .O(dispPattern));
  ShiftReg #(.WIDTH(64)) U2(.clk(clkIO), .pdata(dispData), .sout(sout));
  always @*
  case(clkScan)
    2'b00:
    begin
      segment <= ~dispPattern[ 7: 0];
      anode <= 4'b1110;
    end
    2'b01:
    begin
      segment <= ~dispPattern[15: 8];
      anode <= 4'b1101;
    end
    2'b10:
    begin
      segment <= ~dispPattern[23:16];
      anode <= 4'b1011;
    end
    2'b11:
    begin
      segment <= ~dispPattern[31:24];
      anode <= 4'b0111;
    end
  endcase
endmodule
`timescale 1ns / 1ps
module Seg7Remap(
    input [31:0] I, output [31:0] O
  );
  assign O[ 7: 0] = {I[24], I[12], I[5], I[17], I[25], I[16], I[4], I[0]};
  assign O[15: 8] = {I[26], I[13], I[7], I[19], I[27], I[18], I[6], I[1]};
  assign O[23:16] = {I[28], I[14], I[9], I[21], I[29], I[20], I[8], I[2]};
  assign O[31:24] = {I[30], I[15], I[11],I[23], I[31], I[22], I[10],I[3]};
endmodule
`timescale 1ns / 1ps
module SegmentDecoder(
    input [3:0] hex, output reg [6:0] segment
  );
  always @*
  begin
    case(hex)
      4'h0:
        segment[6:0] <= 7'b1000000;
      4'h1:
        segment[6:0] <= 7'b1111001;
      4'h2:
        segment[6:0] <= 7'b0100100;
      4'h3:
        segment[6:0] <= 7'b0110000;
      4'h4:
        segment[6:0] <= 7'b0011001;
      4'h5:
        segment[6:0] <= 7'b0010010;
      4'h6:
        segment[6:0] <= 7'b0000010;
      4'h7:
        segment[6:0] <= 7'b1111000;
      4'h8:
        segment[6:0] <= 7'b0000000;
      4'h9:
        segment[6:0] <= 7'b0010000;
      4'hA:
        segment[6:0] <= 7'b0001000;
      4'hB:
        segment[6:0] <= 7'b0000011;
      4'hC:
        segment[6:0] <= 7'b1000110;
      4'hD:
        segment[6:0] <= 7'b0100001;
      4'hE:
        segment[6:0] <= 7'b0000110;
      4'hF:
        segment[6:0] <= 7'b0001110;
    endcase
  end
endmodule
`timescale 1ns / 1ps
module ShiftReg(clk, pdata, sout);
  parameter WIDTH = 16;
  parameter DELAY = 12;
  input clk;
  input [WIDTH - 1:0] pdata;
  output [3:0] sout;
  assign sout = {sck, sdat, oe, clrn};
  wire sck, sdat, clrn;
  reg oe;
  reg [WIDTH:0] shift;
  reg [DELAY-1:0] counter = -1;
  wire sckEn;
  assign sckEn = |shift[WIDTH - 1:0];
  assign sck = ~clk & sckEn;
  assign sdat = shift[WIDTH];
  assign clrn = 1'b1;
  always @ (posedge clk)
  begin
    if(sckEn)
      shift <= {shift[WIDTH - 1:0], 1'b0};
    else
    begin
      if(&counter)
      begin
        shift <= {pdata, 1'b1};
        oe <= 1'b0;
      end
      else
        oe <= 1'b1;
      counter <= counter + 1'b1;
    end
  end
endmodule
==> design/flow/run.sh <==
#!/bin/bash
# OpenROAD 26Q1-2900-gdf79404cd8, Yosys 0.63+post, stock flow scripts
make -C /OpenROAD-flow-scripts/flow DESIGN_CONFIG=/design/flow/config.mk WORK_HOME=/design/flow/orfs finish
==> design/flow/config.mk <==
export PLATFORM = sky130hd
export DESIGN_NAME = Seg7Device
export DESIGN_NICKNAME = Seg7Device
export VERILOG_FILES = /design/flow/design.v
export SDC_FILE = /design/flow/constraint.sdc
export NUM_CORES = 4
export LEC_CHECK = 1
export CORE_UTILIZATION = 40
==> design/flow/constraint.sdc <==
current_design Seg7Device

set clk_period 6.4
set clk_io_pct 0.2

create_clock -name clk0 -period $clk_period [get_ports {clkIO}]

set non_clock_inputs [all_inputs -no_clocks]
set_input_delay [expr $clk_period * $clk_io_pct] -clock clk0 $non_clock_inputs
set_output_delay [expr $clk_period * $clk_io_pct] -clock clk0 [all_outputs]
==> GITHUB_STEP_SUMMARY <==
## Implementation flow summary

| Metric | Value |
|---|---|
| Width of the die | `about 120 um` |
| Fp_density | `0.4146` |
| Core Area | `approximately 14000 um^2` |
| Layout cells sized above 1 | `0.1537` |
| Slew headroom | `0.4278` |
| Die Span Y | `roughly 120 um` |
| Mapped Area | `about 5800 um^2` |
| Buf/Inv on CP | `3` |
| Grt total ovfl | `0` |
| Min-Delay Path Depth | `1` |
| Wire length of the first global-routing pass | `around 20000 um` |
| CP max-delay cell | `clkdlybuf4s50_1` |
| Maximum vdd drop | `0.1442 mV` |
| Hold EP | `U2.shift[0]` |
| Flop2flop setup slack | `between 3 and 4 ns` |
| Leakage | `approximately 0.0028 uW` |
| Setup TNS | `0 ns` |
| Yosys stat area | `between 5000 and 6000 um^2` |
| Register area share after synthesis | `0.4006` |
| Post-CTS Setup Inserts | `0` |
| Adder-Cell Fraction of Synth Area | `0.1225` |
| Final slew viol count | `0` |
| FF-to-FF End | `U2.shift[10]` |
| Initial DRC Count | `between 300 and 400` |
| Total die size | `between 15000 and 20000 um^2` |
| CP max FO | `2` |
| Post-CTS sizing | `0` |
| DRT Pass-1 Iters | `5` |
| Worst-Skew Late Latency | `approximately 0.44 ns` |
| CTS tree | `yes` |
| Post-synth regs | `78` |
| Worst path cell trace | `clkbuf_16, clkbuf_16, nor2_1, clkdlybuf4s50_1` |
| Critical Path Max Stage Delay | `0.47 ns` |
| Clk slew on worst S/H paths | `approximately 0.060 ns` |
| R2r startpoint | `U2.counter[0]` |
| Final setup fails | `0` |
| Arr. time, crit path | `4.02 ns` |
| Endpoints failing hold | `0` |
| Post-synth EDFFs | `approximately 77` |
| Synth Instances | `557` |
| Mapped Avg Cell Area | `~10 um^2` |
| Crit end category | `output port` |
| Cell Pwr Density | `198.5 nW/um^2` |
| Hold Crit Start | `U2.shift[0]` |
| DR vias/cell | `~5.6` |
| RSZ-0062 raised after global routing | `false` |
| Row Count | `around 43` |
| Post-Synth Simple-Gate Area | `0.1143` |
| Routability Congestion | `~0.86` |
| Largest net degree at the start of global routing | `~80` |
| Vias in the first global route | `about 4000` |
| I/O pin cnt | `around 68` |
| Comb area | `approximately 3100 um^2` |
| Status | `complete, no violations` |
| Final ANT Viol Nets | `0` |
| Fillers | `about 1200` |
| WL/cell | `roughly 16 um` |
| Placed inst area | `roughly 6600 um^2` |
| Ys cells | `~560` |
| # hold bufs at CTS | `0` |
| Finished layout cell area | `6952 um^2` |
| Hold Crit Class | `reg -> reg` |
| Delay-heaviest family, CP | `buffers and inverters` |
| Critical path data required time | `a little over 5 ns` |
| Drt total wl | `about 12000 um` |
| I/O Buffers | `between 60 and 70` |
| CP Launch Type | `clock port` |
| Post-synthesis async set-or-reset flop share | `0` |
| Worst-margin pin slew | `0.8583 ns` |
| Dominant Register Cell | `edfxtp_1` |
| Syn. warnings | `3` |
| Area grow syn2layout | `19.41%` |
| Crit path kind | `clk -> out` |
| Hpwl dp | `around 8400 um` |
| Initial antenna violation count | `0` |
| Worst R2R Path Depth | `8` |
| Max Cap Violations | `0` |
| Most used cell along the critical path | `clkbuf_16` |
| Number of remaining DRC errors | `0` |
| Diode count | `0` |
| Post-synth mux share | `0.07651` |
| Cell Type Count | `37` |
| Comb area leader | `AND-OR/OR-AND gates` |
| Number of OpenROAD warnings | `between 70 and 80` |
| Ao+oa area frac | `0.2091` |
| Clock Skews | `0.008129 ns` |
| Sequential cell area | `2332 um^2` |
| All-layer global routing usage | `0.1744` |
| Via Count | `about 4400` |
| Xor+xnor area frac | `0.01504` |
## layer usage
layer | routed length (um) | global-route usage | vias to the layer above
met5 | 0 | 0 | -
met4 | 51 | 0.01296 | 0
met3 | 715 | 0.03985 | 6
met2 | 5559 | 0.2581 | 115
met1 | 5977 | 0.2837 | 2085
li1 | - | - | 2204
## state kept, by name, indices dropped and copies added, names as in the netlist
| signal | count |
|---|---|
| U2.oe | 1 |
| U2.counter | 12 |
| U2.shift | 65 |
## layout make-up
type	instances	share of cell area
clock inverters	7	0.01278
clock buffers	13	0.04464
repair buffers	70	0.09899
inverters	43	0.02322
multi-input cells	394	0.4525
well taps	180	0.03240
flip-flops and latches	78	0.3355
## worst max path at each step
stage     startpoint       to  slack [ns]  cells past startpoint
6_report       clkIO  sout[3]        1.10                      4
5_1_grt        clkIO  sout[3]        1.03                      4
4_1_cts        clkIO  sout[3]        1.06                      4
## power breakdown
| part | internal, uW | switching (uW) | total [uW] |
|---|---|---|---|
| registers | 552 | 0 | 552 |
| logic | 94.9 | 98.0 | 193 |
| clock network | 429 | 205 | 635 |
## placed cells by master, fill, tap and decap left out, types with 2 or more instances in the layout
cell type and n:
o211ai_1 56, xnor2_1 8, nand3_1 31, a32oi_1 3, and3_1 3, clkinv_1 2
o221ai_1 4, clkdlybuf4s50_1 66, nor2_1 19, clkbuf_16 12, nand2_1 42, ha_1 57
xor2_1 2, a211o_1 2, inv_1 43, mux4_2 9, mux2_2 10, a21oi_1 14
nor4_1 16, or2_2 5, edfxtp_1 77, o21ai_0 11, nand4_1 5, nand2b_1 11
buf_4 5, a31o_1 20, mux2i_1 13, a31o_2 44, bufinv_16 2
## synthesized netlist by cell type (all sizes together), types with 2 or more instances
| cell type | instances | area (um^2) |
|---|---|---|
| ha | 57 | 713.2 |
| clkbuf | 23 | 86.33 |
| xnor2 | 8 | 70.07 |
| mux2i | 13 | 130.1 |
| a32oi | 3 | 26.28 |
| buf | 19 | 108.9 |
| nand2 | 43 | 161.4 |
| xor2 | 2 | 17.52 |
| nand2b | 11 | 68.82 |
| nor2 | 19 | 71.32 |
| or2 | 5 | 31.28 |
| o21ai | 11 | 55.05 |
| a211o | 2 | 17.52 |
| nand3 | 31 | 155.2 |
| a31o | 64 | 560.5 |
| o221ai | 4 | 35.03 |
| nand4 | 5 | 31.28 |
| and3 | 3 | 18.77 |
| a21oi | 14 | 70.07 |
| o211ai | 56 | 420.4 |
| edfxtp | 77 | 2312 |
| inv | 43 | 161.4 |
| mux4 | 9 | 202.7 |
| mux2 | 10 | 112.6 |
| nor4 | 17 | 112.6 |
## metrics by stage
| step | utilization | total power, uW | hold WS, ns | instances | setup WS (ns) |
|---|---|---|---|---|---|
| floorplan | - | 686.6 | 0.4639 | 557 | 1.747 |
| global placement | 0.4673 | 768.6 | 0.4752 | 766 | 1.398 |
| detailed placement | 0.4673 | 769.5 | 0.4848 | 766 | 1.398 |
| CTS | 0.4951 | 1397 | 0.4948 | 785 | 1.064 |
| global route | 0.4951 | 1444 | 0.5280 | 785 | 1.032 |
| finish | 0.4951 | 1380 | 0.4973 | 785 | 1.102 |
## cell families (layout without fill, tap and decap cells)
logic type	Yosys count	after routing
XOR/XNOR	10	10
buffers and inverters	85	133
adder cells (fa/ha/maj)	57	57
AND/OR/NAND/NOR	136	136
flip-flops	78	78
multiplexers	32	32
AND-OR/OR-AND	158	158
other	1	1
Power and IR drop assume default switching activity.
